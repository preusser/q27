===== flow/design.v =====
(* keep_hierarchy = "yes" *) module fifo_checksum #(
	parameter DATA_W = 1,
	parameter ONECLOCK = 1,
  	parameter EXTERNALLY_OUTPUT_REGISTERED = 0,
	parameter ERROR_SHIFT_BITS = 4
) (
	input wr_reset,
	input rd_reset,
	input wr_clk,
	input wr_en,
	input wr_full,
	input [DATA_W-1:0] wr_data,
	input rd_clk,
	input rd_en,
	input rd_empty,
	input [DATA_W-1:0] rd_data,
	(* dont_touch="TRUE", keep="TRUE" *) output reg checksum_error
);
localparam CHECKSUM_W = (DATA_W<16) ? (DATA_W+1)/2 : 4;
reg [CHECKSUM_W-1:0] wr_checksum;
always @(posedge wr_clk) begin
	if ((wr_en==1'b1) && (wr_full==1'b0)) begin
		wr_checksum <= wr_checksum ^ wr_data ^ (wr_data >> CHECKSUM_W);
	end
	if (wr_reset ) begin
		wr_checksum <= 'b0;
	end
end
reg [CHECKSUM_W-1:0] rd_checksum;
always @(posedge rd_clk) begin
	if ((rd_en==1'b1) && (rd_empty==1'b0)) begin
		rd_checksum <= rd_checksum ^ rd_data ^ (rd_data >> CHECKSUM_W);
	end
	if (rd_reset) begin
		rd_checksum <= 'b0;
	end
end
reg error_shift;
reg [ERROR_SHIFT_BITS-1:0] error_counter;
always @(posedge rd_clk) begin
	if (
			ONECLOCK |
			EXTERNALLY_OUTPUT_REGISTERED) begin
	end else begin
		error_shift <= 1'b0;
		if (rd_empty==1'b1) begin
			if (rd_checksum != wr_checksum) begin
				error_shift <= 1'b1;
			end
		end
		if (error_shift==1'b1)
				error_counter <= error_counter+1'b1;
		else
				error_counter <= 1'b0;
		if (&error_counter) begin
			$display("ERROR: %m fifo checksums don't match: %x != %x\n",wr_checksum, rd_checksum);
			$stop;
			checksum_error <= 1'b1;
		end
		if (rd_reset) begin
			checksum_error <= 1'b0;
			error_shift <= 'b0;
			error_counter <= 'b0;
		end
	end
end
endmodule  
(* keep_hierarchy = "yes" *) module infer_selectram #(parameter 
	d_width=32,
	addr_width=5,
	initialized=-1  
) (
   output [d_width - 1:0]   o,
   input                    we,
   input                    clk,
   input [d_width - 1:0]    d,
   input [addr_width - 1:0] raddr,
   input [addr_width - 1:0] waddr
   );
   (* ram_style = "distributed" *) reg [d_width - 1:0]  mem [(1 << addr_width) - 1:0]  ;
   always @(posedge clk)
     if (we)
       mem[waddr] <= d;
   assign o = mem[raddr];
// synthesis translate_off
integer clear_addr;
initial begin
	for (clear_addr=0;clear_addr< (1 << addr_width);clear_addr=clear_addr+1) begin
		case (initialized)
			 0: mem[clear_addr] = 'b0;
			 1: mem[clear_addr] = -1;
			 2: mem[clear_addr] = $random;
		endcase
	end
end
// synthesis translate_on
endmodule
module reset_resync #(
		parameter VALUE_DURING_RESET = 1
) (
  input       rst_in,
  input       clk_in,
  input       clk_out,
  (* ASYNC_REG = "TRUE" *) (* keep="true" *) output reg  rst_out
);
(* keep="true" *) reg rst_in_dly;
always @(posedge clk_in or posedge rst_in) begin
  if (rst_in) begin
    rst_in_dly <= 1'b1;
  end else begin
    rst_in_dly <= 1'b0;
  end
end
initial begin
	rst_out = VALUE_DURING_RESET;
end
always @(posedge clk_out or posedge rst_in_dly) begin
  if (rst_in_dly) begin
    rst_out <= VALUE_DURING_RESET;
  end else begin
    rst_out <= ~VALUE_DURING_RESET;
  end
end
endmodule
module resync #(
  parameter DATA_SIZE = 32,
  parameter ALLOW_FAST_WRITE_PULSE = 0
)(
  input                      rst,
  input                      wr_clk,
  input                      wr_pulse,
  input      [DATA_SIZE-1:0] wr_data,
  input                      rd_clk,
  output reg                 rd_pulse,
  output reg [DATA_SIZE-1:0] rd_data
);
reg [DATA_SIZE-1:0] data_wrclk;
reg toggle_wr;
reg toggle_return_wr_meta;
reg toggle_return_wr0;
reg toggle_rd_meta;
reg toggle_rd0;
reg toggle_rd1;
// synthesis translate_off
reg stop_once;
initial begin
  stop_once = 0;
end
// synthesis translate_on
always @(posedge wr_clk or posedge rst) begin
  if (rst) begin
    toggle_wr                 <= 1'b0;
    toggle_return_wr_meta     <= 1'b0;
    toggle_return_wr0         <= 1'b0;
    data_wrclk[DATA_SIZE-1:0] <= 'h0;
  end else begin
    toggle_wr <= ALLOW_FAST_WRITE_PULSE ? toggle_wr ^ (wr_pulse & (toggle_wr ^ ~toggle_return_wr0)) : toggle_wr ^ wr_pulse;
    toggle_return_wr_meta <= toggle_rd0;
    toggle_return_wr0 <= toggle_return_wr_meta;
    if (wr_pulse) begin
      data_wrclk[DATA_SIZE-1:0] <= wr_data[DATA_SIZE-1:0];
    end
    // synthesis translate_off
    if(wr_pulse & (ALLOW_FAST_WRITE_PULSE ? (toggle_wr ^ ~toggle_return_wr0) : 1'b1) & (toggle_wr ^ toggle_rd1)) begin
      $display("%t: %m: ERROR: wr_pulse too early to guarantee safe clock domain crossing!", $realtime);
      if(!stop_once) begin
        stop_once = 1;
        $stop;
      end
    end
    // synthesis translate_on
  end
end
wire rd_rst;
reset_resync i_reset_resync (
  .rst_in   (rst),
  .clk_in   (wr_clk),
  .clk_out  (rd_clk),
  .rst_out  (rd_rst)
);
always @(posedge rd_clk or posedge rd_rst) begin
  if (rd_rst) begin
    toggle_rd_meta <= 1'b0;
    toggle_rd0     <= 1'b0;
    toggle_rd1     <= 1'b0;
    rd_pulse       <= 1'b0;
    rd_data        <= {DATA_SIZE{1'b0}};
  end else begin
    toggle_rd_meta <= toggle_wr;
    toggle_rd0     <= toggle_rd_meta;
    toggle_rd1     <= toggle_rd0;
    rd_pulse       <= toggle_rd0 ^ toggle_rd1;
    if (toggle_rd0 ^ toggle_rd1) begin
      rd_data[DATA_SIZE-1:0] <= data_wrclk[DATA_SIZE-1:0];
    end
  end
end
endmodule

===== flow/run.sh =====
#!/bin/bash
# OpenROAD 26Q1-2900-gdf79404cd8, Yosys 0.63+post, stock flow scripts
make -C /OpenROAD-flow-scripts/flow DESIGN_CONFIG=/design/flow/config.mk WORK_HOME=/design/flow/orfs finish

===== flow/config.mk =====
export PLATFORM = sky130hd
export DESIGN_NAME = resync
export DESIGN_NICKNAME = resync
export VERILOG_FILES = /design/flow/design.v
export SDC_FILE = /design/flow/constraint.sdc
export NUM_CORES = 4
export LEC_CHECK = 1
export CORE_UTILIZATION = 40

===== flow/constraint.sdc =====
current_design resync

set clk_period 1.0
set clk_io_pct 0.2

create_clock -name clk0 -period $clk_period [get_ports {rd_clk}]
create_clock -name clk1 -period $clk_period [get_ports {wr_clk}]

set non_clock_inputs [all_inputs -no_clocks]
set_input_delay [expr $clk_period * $clk_io_pct] -clock clk0 $non_clock_inputs
set_output_delay [expr $clk_period * $clk_io_pct] -clock clk0 [all_outputs]

==> results.yml <==
# physical design summary
status:
  outcome: "complete, but fails checks"
  failed_checks: "negative setup slack"
synthesis:
  enable_flop_cells: 0
  ys_seq_elements: 71
  synthDistinctLibCells: 11
  postSynthCellCount: 148
  ys_dominant_reg_cell: "sky130_fd_sc_hd__dfrtp_1"
  postSynth.asyncResetShare: 1.000
  synth.top_cells.by_area: "sky130_fd_sc_hd__dfrtp_1 67%, sky130_fd_sc_hd__mux2_2 27%, sky130_fd_sc_hd__dfstp_2 2.0%, sky130_fd_sc_hd__buf_6 1.3%, sky130_fd_sc_hd__xor2_2 0.63%"
  syn_avg_cell_area_sq_um: 17.52
  yosys-stat-area_sq_um: 2592
  top_cell_area_share: 0.6660
  syn-cell-area_sq_um: 2592
  yosys_cells: 148
  synth.yosys.warnings: 3
  synth.yosys.seq_area_share: 0.6863
  yosys.cell_count.top_type: "sky130_fd_sc_hd__dfrtp_1"
  synthDominantAreaCellType: "sky130_fd_sc_hd__dfrtp_1"
  top_cells_by_count: "69 x sky130_fd_sc_hd__dfrtp_1, 63 x sky130_fd_sc_hd__mux2_2, 3 x sky130_fd_sc_hd__buf_2, 3 x sky130_fd_sc_hd__buf_6, 3 x sky130_fd_sc_hd__inv_1"
min_path:
  min_delay_path_class: "reg -> async"
sta:
  finalSetupViolations: 33
  clock-skew-final_ns: 0.006083
  rsz0062_at_grt: "true"
  final-max-slew-violation-count: 0
  hold_ws_ns: 0.1934
  fin_ws_ns: -0.3464
  timing_hold_violations_final: 0
grt:
  grt_util_all_layers: 0.1659
  grtUsageMet1: 0.2667
  vias_in_the_first_global_route: 1603
  grt_most_used_layer: "met1"
  met2_usage: 0.2339
  antenna_found_initial: 0
  globalRouteOverflowTotal: 0
  gr-usage-met3: 0.05574
  grt_pass1_wl_mm: 7.921
  grt_max_degree: 35
placed_design:
  dpl.hpwl_mm: 3.181
  port_buffers: 67
  placed_cell_count: 291
  dpl_worst_slack_ns: -0.4348
  globalplace.congestion: 0.7513
  place_area_sq_um: 3430
layout:
  areaGrowthSynthToFinish_pct: 37.26
  final-instance-count-excl-fill: 312
  n_fill_cell: 494
  final_layout_size_suffix_gt1_frac: 0.5316
  non_filler_cell_area_final_sq_um: 3558
critical_path:
  critical-path-top-delay-family: "flip-flops"
  timing.critical_path.from_type: "flop"
  worst_path_max_delay_cell: "sky130_fd_sc_hd__dfrtp_2"
  cp.required_ns: 1.17
  cp_cell_sequence: "xor2_4 > buf_12 > mux2_2"
  critPathCaptureType: "flop"
  critPathArrivalTime_ns: 1.52
  reg2reg_setup_slack_ns: -0.35
  timing.setup.critical_path_class: "reg -> reg"
  max_fo_critical_path: 16
  critPathMaxStageDelay_ns: 0.45
  worst_path_buffer_plus_inverter_count: 1
drt:
  final_antenna_net_count: 0
  post_drt_via_cell_ratio: 4.750
  final_routed_wire_length_divided_by_cell_count_microns: 15.83
  drt_pass1_iterations: 4
  insertedDiodeCount: 0
  first_iter_violations: 57
  totalWireLength_mm: 4.938
  detailroute.via_count: 1482
  post-route-drc-count: 0
pwr:
  cellLeakagePower_nw: 1.614
  cellPowerDensity_nw_per_um2: 2948
  vdd_ir_drop_max_mv: 1.710
  report.power.total_mw: 10.49
floorplan:
  chip_area_sq_um: 6807
  std_cell_rows: 28
  io_pins: 69
  core_area_sq_um: 6096
  die_height_microns: 82.51
  chipWidth_microns: 82.51
  core_util_floorplan: 0.4253
clock_network:
  cts_hold_repair.buffers: 0
  tritoncts: "built"
  clock_sink_count: 71
  path_clk_slew_ns: 0.08
flow_run:
  stage_log_warnings: 29
  max_cap_viol_count: 0
## layout by cell type (no fill, tap or decap), types with 2 or more instances in the layout
cell type                         netlist  layout
sky130_fd_sc_hd__clkdlybuf4s50_1        0      33
sky130_fd_sc_hd__conb_1                 1       2
sky130_fd_sc_hd__mux2_2                63      49
sky130_fd_sc_hd__mux2_4                 0      14
sky130_fd_sc_hd__dfstp_2                2       2
sky130_fd_sc_hd__clkbuf_8               0      12
sky130_fd_sc_hd__buf_12                 0       4
sky130_fd_sc_hd__buf_2                  3      34
sky130_fd_sc_hd__buf_4                  0       6
sky130_fd_sc_hd__inv_1                  3       2
sky130_fd_sc_hd__dfrtp_1               69      68
sky130_fd_sc_hd__clkbuf_1               1       3
## cells by family (layout without fill, tap and decap cells)
family       Yosys count  in the layout  synth area share
xor+xnor               2              2          0.009655
mux                   64             64            0.2780
buf+inv               10             98           0.02461
other cells            1              2          0.001446
flops                 71             71            0.6863
## final timing paths
| path | cells after the start | from | end |
|---|---|---|---|
| min | 1 | i_reset_resync.rst_out$_DFF_PP1_ | rd_data[5]$_DFFE_PP0P_ |
| min reg2reg | 1 | i_reset_resync.rst_out$_DFF_PP1_ | rd_data[5]$_DFFE_PP0P_ |
| max in group clk1 | 3 | wr_pulse | data_wrclk[30]$_DFFE_PP0P_ |
| max | 3 | toggle_rd0$_DFF_PP0_ | rd_data[3]$_DFFE_PP0P_ |
| max reg2reg | 3 | toggle_rd0$_DFF_PP0_ | rd_data[3]$_DFFE_PP0P_ |
| min in group clk1 | 1 | toggle_wr$_DFF_PP0_ | toggle_wr$_DFF_PP0_ |
| min in group clk0 | 0 | toggle_rd_meta$_DFF_PP0_ | toggle_rd0$_DFF_PP0_ |
| max in group asynchronous | 2 | i_reset_resync.rst_out$_DFF_PP1_ | toggle_rd0$_DFF_PP0_ |
## timing repair
action / 4_1_cts / 5_1_grt
endpoints found under the hold margin: 0 / 0
resized: 105 / 10
endpoints found under the setup margin: 97 / 58
gates cloned: 1 / 0
pin swaps: 0 / 1
buffers inserted: 3 / 1
## sequential cells by signal, summed over array words and instances (netlist names)
signal                     cells
data_wrclk                    32
rd_data                       32
i_reset_resync.rst_in_dly      1
i_reset_resync.rst_out         1
rd_pulse                       1
toggle_rd0                     1
toggle_rd1                     1
toggle_rd_meta                 1
toggle_wr                      1
## per-layer routing
metal	up-vias	part of all wire	wire length, microns
li1	678	-	-
met1	732	0.47	2307
met2	59	0.43	2143
met3	13	0.076	373
met4	0	0.023	113
met5	-	0	0
## where the power goes
| part | internal [mW] | leakage (nW) | switching (mW) |
|---|---|---|---|
| clock | 1.38 | 0.104 | 1.02 |
| combinational | 2.57 | 0.683 | 1.22 |
| sequential | 3.83 | 0.827 | 0.478 |
| total | 7.77 | 1.61 | 2.72 |
## final cells by class
class,count,area (sq um),share of cell area
Clock buffer,15,176.4,0.04958
Clock inverter,1,30.03,0.008439
Inverter,3,15.01,0.004219
Multi-Input combinational cell,68,817.0,0.2296
Sequential cell,71,1780,0.5004
Tap cell,75,93.84,0.02637
Timing Repair Buffer,79,645.6,0.1814
## stage by stage
stage               setup TNS (ns)    util
finish                      -10.39  0.5837
global route                -12.18  0.5837
CTS                         -10.75  0.5768
detailed placement          -23.79  0.5626
global placement            -22.47  0.5626
floorplan                   -9.093       -
Power and IR drop assume default switching activity.
